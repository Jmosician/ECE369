$ cat flow/config.mk
export PLATFORM = sky130hd
export DESIGN_NAME = InstructionFetchUnit
export DESIGN_NICKNAME = InstructionFetchUnit
export VERILOG_FILES = /design/flow/design.v
export SDC_FILE = /design/flow/constraint.sdc
export NUM_CORES = 4
export LEC_CHECK = 1
export CORE_AREA = 10 10 90 90
export DIE_AREA = 0 0 100 100
export SYNTH_HDL_FRONTEND = slang
export SYNTH_MEMORY_MAX_BITS = 65536
$ cat flow/constraint.sdc
current_design InstructionFetchUnit

set clk_period 4.6
set clk_io_pct 0.2

create_clock -name clk0 -period $clk_period [get_ports {Clk}]

set non_clock_inputs [all_inputs -no_clocks]
set_input_delay [expr $clk_period * $clk_io_pct] -clock clk0 $non_clock_inputs
set_output_delay [expr $clk_period * $clk_io_pct] -clock clk0 [all_outputs]
$ cat flow/design.v
`timescale 1ns / 1ps
module InstructionFetchUnit(Instruction, PCResult, Reset, Clk);
    input Clk, Reset;
    output [31:0] Instruction, PCResult;
    wire [31:0] PCAddResult;
    ProgramCounter b(PCAddResult, PCResult, Reset, Clk);
    InstructionMemory c(PCResult, Instruction);
    PCAdder a(PCResult, PCAddResult);
endmodule
`timescale 1ns / 1ps
module InstructionMemory(Address, Instruction); 
    input [31:0] Address;         
    output reg [31:0] Instruction;     
    reg [31:0] memory[0:1023]; 
    initial begin
    $readmemh("instruction_memory.mem", memory, 0, 1023);
    end 
    always @* begin
    Instruction = memory[Address[11:2]]; 
    end
endmodule
`timescale 1ns / 1ps
module PCAdder(PCResult, PCAddResult);
    input [31:0] PCResult;
    output [31:0] PCAddResult;
    assign PCAddResult = PCResult + 4;  
endmodule
`timescale 1ns / 1ps
module ProgramCounter(Address, PCResult, Reset, Clk);
	input [31:0] Address;
	input Reset, Clk;
	output reg [31:0] PCResult;
    always @(posedge Clk) begin  
    if (Reset) begin
    PCResult <= 0; end  
    else
    PCResult <= Address;
    end
endmodule
$ cat flow/run.sh
#!/bin/bash
# OpenROAD 26Q1-2900-gdf79404cd8, Yosys 0.63+post, stock flow scripts
make -C /OpenROAD-flow-scripts/flow DESIGN_CONFIG=/design/flow/config.mk WORK_HOME=/design/flow/orfs finish
==> out/qor.yml <==
cp.required_ps: 4810
largest_reg_flops: 30
netlist_top_cells_area: "dfxtp_1, buf_4, nor2_1"
die_area_um2: 10000
slowest_stage: "or3_2"
hold_viol_final: 0
tool_warnings: 25
gp_congestion: 0.769
synth_seq_share_pct: 36.0
async_flop_share_pct: 0
cts_setup_buffers: 0
port_buffers: 31
grt-busiest-layer: "met2"
met1_usage_pct: 8.83
grt_antenna_before_repair: 0
globalRouteTotalUtil_pct: 7.32
die_w_um: 100
whs_endpoint: "b.PCResult[2]"
place_ws_ps: 2300
cellLeakagePower_nw: 0.695
syn-cell-area_um2: 1670
grtUsageMet2_pct: 12.3
hold_path.class: "flop to flop"
rsz0062_at_grt: "false"
path_max_fanout: 10
layout_top_cell: "conb_1"
grt-ovfl-total: 0
postCtsResizedCells: 0
firstDrtPassIters: 4
fin_crit_ps: 2290
synth-edff-count: 0
antenna_left: 0
cts_buffers: 5
vias_per_cell: 4.34
path_class: "flop to flop"
irDropWorstVdd_v: 0.0000866
skew_ps: 7.83
fmax_mhz: 437
hold_path.startpoint: "b.PCResult[2]"
finalNonFillerCells: 307
ys_chip_area_um2: 1670
setup-tns-final_ps: 0
crit-reg2reg-launch: "b.PCResult[2]"
grtUsageMet3_pct: 2.85
top_regs: "b.PCResult (30)"
core_um2: 6280
r2r_cells: 5
grt_pass1_vias: 1307
synth_top_area_share_pct: 36.0
fp.dieH_um: 100
drt-wirelength-per-cell_um: 12.3
num_vias: 1331
netlist.top_cell.by_area: "dfxtp_1"
drc: 0
root_buffer: "clkbuf_8"
worst_setup_path_end_kind: "flop"
max_stage_delay_ps: 620
ff_type: "dfxtp_1"
final_layout_size_suffix_gt1_share_pct: 8.70
grt_pass1_wl_um: 6210
max-cap-violations: 0
setup_violations: 0
synth_cell_types: 31
cts_buffer_depth: 2
cts_tree: "built"
syn_area_per_cell_um2: 8.43
slew_violations: 0
num-fill-cells: 662
regMostFlops: "b.PCResult"
ios: 66
insertion_delay_ps: 280
post-dp-hpwl_um: 2860
fin_ws_ps: 2310
synthCells: 198
grt_max_degree: 36
clk_pin_slew_ps: 60
lay_top_cells: "conb_1, clkdlybuf4s50_1, dfxtp_1, nor2_1, nand2_1"
cp-start-kind: "flop"
antennaDiodeCount: 0
std_cell_rows: 29
rrSetupSlack_ps: 2310
critPathArrivalTime_ps: 2500
area_delta_synth_final_pct: 20.4
holdBufCountCts: 0
ys_cells: 198
min_delay_path_depth: 1
drt_iter0_drc: 88
drt_wl_total_um: 3790
cts.htree.levels: 2
fp_util_pct: 26.6
ys_ff: 30
post-route-period-util_pct: 49.7
placed_cells: 299
reg2reg_to: "b.PCResult[28]"
yosysWarnings: 0
p_per_area_nw_per_um2: 247
path_cells: "ha_1 -> nand4_1 -> or3_2 -> or4_1 -> a21oi_1"
cts_sinks: 30
outcome: "finished clean"
## power breakdown
group          switching, mW  internal [mW]
combinational        0.00893        0.00719
clock                 0.0954          0.120
sequential           0.00326          0.262
total                  0.108          0.390
## metal layers
metal / share of wire, % / routed length [um]
met2: 47 / 1790
met1: 43 / 1640
met5: 0 / 0
met3: 7.8 / 296
met4: 1.5 / 57
## cell families after synthesis
family / share of synthesized area, %
AND-OR/OR-AND: 7.35
XOR/XNOR: 6.30
adder cells (fa/ha/maj): 0.750
buffers and inverters: 18.7
flip-flops: 36.0
multiplexers: 3.37
other: 0.225
AND/OR/NAND/NOR: 27.4
## stage by stage
stage               util, %  power [mW]  instance area (um^2)  hold WS [ps]
floorplan                 -       0.298                  1790           430
global placement       30.6       0.289                  1920           484
detailed placement     30.6       0.288                  1920           487
CTS                    32.0       0.507                  2010           502
global route           32.0       0.521                  2010           546
finish                 32.0       0.497                  2010           493
## cells in the mapped netlist, drive strengths merged, types with 2 or more instances
master and n:
nor2 18, a21oi 11, and4 3, nand2 12, nor4 5, buf 36, nand3 8, or4 9
xnor2 7, nor3 6, o31ai 7, nand4 6, or3 4, mux2 5, inv 6, clkbuf 5
nor2b 6, o21ai 3, xor2 5, dfxtp 30, and3 2
## how the worst max path moves through the flow
stage              from              to  slack, ps
6_report  b.PCResult[2]  b.PCResult[28]       2310
5_1_grt   b.PCResult[2]  b.PCResult[22]       2070
4_1_cts   b.PCResult[2]  b.PCResult[28]       2290
## worst max-delay path: cells and delay by family (launching register included)
family | cells | cell delay (ps)
AOI/OAI and AO/OA | 1 | 140
adders and majority gates | 1 | 250
DFF | 1 | 410
and+or+nand+nor | 3 | 1410
## cell type report
cell class	instances	area, um^2	area share, %
tap	77	96.3	4.79
sequential	30	601	29.9
clock inverter	1	5.00	0.249
clock buffer	7	86.3	4.30
timing repair buffer	32	318	15.8
inverter	6	22.5	1.12
multi-input combinational	154	881	43.8
Power is estimated from default activity; no workload was simulated.
